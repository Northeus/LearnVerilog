==> design.v <==
module moore_state_machine
(
    input        clk,
    input        reset,     
    input  [3:0] keys,      
    output       unlock,    
    output [3:0] progress   
);
    parameter
        RESET  = 0,
        KEY1   = 1,
        KEY2   = 2,
        KEY3   = 3,
        KEY4   = 4,
        UNLOCK = 5;
    reg [2:0] state;
    assign unlock = state == UNLOCK;
    assign progress[0] = state == KEY2;
    assign progress[1] = state == KEY3;
    assign progress[2] = state == KEY4;
    assign progress[3] = state == UNLOCK;
    always @(posedge clk or posedge reset)
    begin
        if (reset)
            state <= RESET;
        else
            case (state)
                RESET:                  state <= KEY1;
                KEY1:       if (|keys)  state <= |(keys & ~4'b0001) ? RESET : KEY2;
                KEY2:       if (|keys)  state <= |(keys & ~4'b0100) ? RESET : KEY3;
                KEY3:       if (|keys)  state <= |(keys & ~4'b1000) ? RESET : KEY4;
                KEY4:       if (|keys)  state <= |(keys & ~4'b0010) ? RESET : UNLOCK;
                UNLOCK:                 state <= UNLOCK;
                default:    state <= RESET;
            endcase
    end
endmodule
==> run.sh <==
#!/bin/bash
# OpenROAD 26Q1-2900-gdf79404cd8, Yosys 0.63+post, stock flow scripts
make -C /OpenROAD-flow-scripts/flow DESIGN_CONFIG=/design/flow/config.mk WORK_HOME=/design/flow/orfs finish
==> config.mk <==
export PLATFORM = sky130hd
export DESIGN_NAME = moore_state_machine
export DESIGN_NICKNAME = moore_state_machine
export VERILOG_FILES = /design/flow/design.v
export SDC_FILE = /design/flow/constraint.sdc
export NUM_CORES = 4
export LEC_CHECK = 1
export CORE_AREA = 10 10 70 70
export DIE_AREA = 0 0 80 80
==> constraint.sdc <==
current_design moore_state_machine

set clk_period 1.5
set clk_io_pct 0.2

create_clock -name clk0 -period $clk_period [get_ports {clk}]

set non_clock_inputs [all_inputs -no_clocks]
set_input_delay [expr $clk_period * $clk_io_pct] -clock clk0 $non_clock_inputs
set_output_delay [expr $clk_period * $clk_io_pct] -clock clk0 [all_outputs]
==> notes.md <==
impl run done, here's what came out: top cells by area dfrtp_1 36%, mux2i_1 8.5%, buf_4 8.5%, dfstp_2 7.5%, nor4_2 7.1%, top cell type by total area after synthesis dfrtp_1, final setup TNS 0 ns, Pre-Repair DR Iteration Count 4, # Cells Yosys 31, yosys stat area 352 sq um, WP buf/inv 1, number of synthesized flops with an enable pin 0, ys async rst share 1.00, final period utilization 0.927, DR iter-0 viols 13, final cell count without fillers 88, Latency at later pin 0.25 ns, Final setup viols 0, routed wire length 829 microns, clock tree root driver cell clkbuf_4, final hold vios 0, Pins Over Slew Limit 0, Buffers on Ports 10, largest net degree at the start of global routing 8, RR Endpoint state[0], Die Wd 80 microns, VDD IR max 0.164 mV, top_reg_cell synth dfrtp_1, Vias/cell 3.02, worst-path cell chain clkdlybuf4s50_1, CTS Buf Count 3, Post-DRT Antenna Nets 0, final hold slack 0.264 ns, distinct lib cells 17, total clock sinks 6, FF-to-FF Start state[5], core area 3420 sq um, max_cap viols 0, Synth Cell Area 352 sq um, gr usage total 0.0251, Clock Skews 0.00174 ns, floorplan utilization 0.103, Largest regs state: 6 flops, CTS tree done, vias in the first global route 261, status complete, no violations, share of layout cells above drive strength 1 0.268, routed wire length per instance 9.42 microns, fmax 719 MHz, WP data required 1.20 ns, Registers, synthesis 6, first-pass GRT wire length 1230 microns, maximum clock path buffer count 2, Cells after DPL 80, Reg2Reg Depth 4, syn avg cell area 11.3 sq um, Post-synth seq share 0.431, Synth top cells by count 5 x dfrtp_1, 4 x buf_4, 3 x mux2i_1, CP startpoint kind flip-flop, row count 21, crit-path max cell delay 0.48 ns, Log Warnings 25, Pwr Density 716 nW/um^2, CP endpoint kind output pin, RSZ-0062 raised after global routing false, clock slew at reported path FFs 0.05 ns, Final Critical Period 1.39 ns, CP arrival 1.09 ns, GP Congestion 0.795, top cell type by instance count after synthesis dfrtp_1, Via Count 266, total gr overflow 0, Mapped Cells 31, Crit Path Category reg -> out, CP max-delay cell clkdlybuf4s50_1, H-Tree Depth 1, max FFs per register 6, register name with the most flops state, Synth Warn # 1, chip area 6400 sq um, relative slew slack 0.774, FF-to-FF setup slack 0.48 ns, Hold/Removal Path Class in -> async, die y size 80 microns, Area Overhead vs Synth 43.8%, critical path peak fanout 3, final instance area 505 sq um, Boundary Pins 11, leakage power 0.224 nW, DP Area 452 sq um, hold buffers post-CTS 0, Worst Max-Slew Pin Slew 0.338 ns, CP top delay family buffers and inverters, # DRC 0, area share, top type 0.356, initial antenna violation count 0
==> timing repair <==
| action | in CTS | in global routing |
|---|---|---|
| setup buffers | 0 | 3 |
| endpoints found under the setup margin | 0 | 3 |
| gates resized | 0 | 1 |
==> routing by layer <==
metal / vias up / wire length [microns] / global-route usage
met5: - / 0 / 0
met4: 0 / 0 / 0.00176
li1: 131 / - / -
met3: 0 / 121 / 0.0273
met1: 123 / 347 / 0.0295
met2: 12 / 360 / 0.0313
==> through the flow <==
| stage | power (W) | util | worst slack, ns |
|---|---|---|---|
| after CTS | 0.000370 | 0.140 | 0.0226 |
| after global routing | 0.000387 | 0.147 | 0.0440 |
| after detailed placement | 0.000197 | 0.132 | 0.0635 |
| after global placement | 0.000197 | 0.132 | 0.0738 |
| after floorplan | 0.000184 | - | 0.619 |
| final | 0.000362 | 0.148 | 0.109 |
==> power by group <==
part	switching, W	total (W)	internal, W
Sequential	0	0.000162	0.000162
Combinational	0.0000175	0.0000316	0.0000141
Clock	0.0000669	0.000168	0.000101
Total	0.0000844	0.000362	0.000278
==> cells in the final DEF, fill, tap and decap left out, types with 2 or more instances in the layout <==
cell type	netlist	layout
mux2i_1	3	3
dfrtp_1	5	5
clkdlybuf4s50_1	0	9
nor4_1	2	2
clkbuf_4	0	3
nor4_2	2	2
o22ai_1	2	2
inv_1	2	2
buf_4	4	3
==> area by class of cell <==
| type | count | area [sq um] |
|---|---|---|
| multi-input cells | 16 | 135 |
| flip-flops and latches | 6 | 151 |
| fillers | 387 | 2910 |
| well taps | 46 | 57.6 |
| diodes | 1 | 2.50 |
| inverters | 2 | 7.51 |
| clock buffers | 4 | 26.3 |
| repair buffers | 13 | 125 |
==> worst max path at each step <==
stage	startpoint	cells past startpoint	to
finish	state[4]	1	progress[3]
global route	state[4]	1	progress[3]
CTS	state[2]	1	progress[0]
==> logic make-up (layout without fill, tap and decap cells) <==
logic type             count (synthesis)  after routing  synth area share
muxes                                  3              3            0.0854
buffers and inverters                  9             19             0.185
DFF                                    6              6             0.431
other                                  0              1                 0
and+or+nand+nor                        7              7             0.142
AOI/OAI and AO/OA                      6              6             0.157
Power is estimated from default activity; no workload was simulated.
