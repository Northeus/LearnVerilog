==> /design/flow/config.mk <==
export PLATFORM = sky130hd
export DESIGN_NAME = timer
export DESIGN_NICKNAME = timer
export VERILOG_FILES = /design/flow/design.v
export SDC_FILE = /design/flow/constraint.sdc
export NUM_CORES = 4
export LEC_CHECK = 1
export CORE_AREA = 10 10 104 104
export DIE_AREA = 0 0 114 114
==> /design/flow/run.sh <==
#!/bin/bash
# OpenROAD 26Q1-2900-gdf79404cd8, Yosys 0.63+post, stock flow scripts
make -C /OpenROAD-flow-scripts/flow DESIGN_CONFIG=/design/flow/config.mk WORK_HOME=/design/flow/orfs finish
==> /design/flow/design.v <==
module timer #(parameter WIDTH = 32, parameter PERIOD = 1000)(
	input  clk,
	output out);
    reg [WIDTH - 1:0] counter;
    assign out = counter == PERIOD - 1;
    always @(posedge clk)
        counter <= out ? 0 : counter + 1;
endmodule
==> /design/flow/constraint.sdc <==
current_design timer

set clk_period 5.5
set clk_io_pct 0.2

create_clock -name clk0 -period $clk_period [get_ports {clk}]

set non_clock_inputs [all_inputs -no_clocks]
set_input_delay [expr $clk_period * $clk_io_pct] -clock clk0 $non_clock_inputs
set_output_delay [expr $clk_period * $clk_io_pct] -clock clk0 [all_outputs]
==> reports/metrics.yaml <==
io_pins: 2
n_antenna_cell: 0
synth-async-reset-ratio_pct: 0
grt_setup_unrepaired: "false"
tns_ns: 0
syn_to_final_growth_pct: 16.4
tightestPinTransition_ns: 0.816
ys_seq_elements: 32
wl_um: 2340
initCoreUtil_pct: 16.1
cts-root-buf: "clkbuf_8"
ir_worst_vdd_mv: 0.187
cts.clk_slew.worst_paths_ns: 0.06
finalPower_mw: 0.422
antenna_found_initial: 0
ys_chip_area_um2: 1400
largest_reg_flops: 32
status: "finished, final reports clean"
skew_ns: 0.00533
core_area_um2: 8680
ys.flop_type: "dfxtp_1"
chipHeight_um: 114
rows: 34
leakage_nw: 0.560
yosys-top-cells-count: "dfxtp_1 (32), xnor2_1 (17), nand3_1 (11), xor2_1 (11), nand2_1 (10)"
largest_register: "counter"
syn-cell-area_um2: 1400
drt_iter0_drc: 68
fillers: 973
fin_cells: 259
worstSetupPathType: "reg2out"
drive_gt1_share_pct: 8.61
end_kind: "output pin"
final_hold_viol_count: 0
place_area_um2: 1530
ctsHoldBuffers: 0
place_inst: 252
yosys_cells: 146
yosysMostFrequentCell: "dfxtp_1"
die_w_um: 114
ant_nets: 0
postSynthAreaPerCell_um2: 9.59
max_freq_ghz: 0.289
design_area_um2: 1630
cts-buffers-inserted: 5
worstRegToRegCells: 5
reg_top3: "counter x32"
post_cts.repair.setup_buffers: 0
io_buffers: 1
critPathArrivalTime_ns: 2.36
cts_tree: "done"
h-tree-depth: 2
wl_per_cell_um: 9.04
drc: 0
openroad.warnings: 25
grt_max_degree: 10
top_area_cell: "dfxtp_1"
hold_class: "reg2reg"
grt_pass1_wl_um: 4250
vias_per_cell: 3.77
combGateArea_um2: 737
gp_congestion: 0.764
setup_violations: 0
ys.warnings.count: 1
grt_overflow: 0
track_usage_pct: 3.80
clock_sinks: 32
syn_inst: 146
clockBufferDepth: 2
topCellsByArea: "dfxtp_1 (46%), xnor2_1 (11%), xor2_1 (6.9%), nand4_1 (4.0%), nand3_1 (3.9%)"
synth_cell_types: 24
fin_crit_ns: 3.46
via_count: 976
powerDensity_nw_per_um2: 259
start_kind: "register"
cts_resized: 0
holdPathStages: 1
edf_count: 0
first_pass_iters: 4
grt_pass1_vias: 926
cap_violations: 0
fin_crit_sh_pct: 63.0
clock_latency_ns: 0.28
die-area_um2: 13000
yosysTopAreaCellShare_pct: 45.8
crit_required_ns: 4.40
seq_area_um2: 641
slew_viol_final: 0
hpwl_um: 1680
crit_fanout: 7
ys_seq_share_pct: 45.8
slew_headroom_pct: 45.1
## through the flow
stage | setup WS [ns] | utilization, % | hold slack, ns
finish | 2.04 | 18.8 | 0.454
global route | 1.77 | 18.8 | 0.467
CTS | 2.03 | 18.8 | 0.458
detailed placement | 2.36 | 17.7 | 0.445
global placement | 2.33 | 17.7 | 0.437
floorplan | 3.16 | - | 0.418
## worst paths after layout
path              start     endpoint  slack [ns]
max          counter[0]          out        2.04
min          counter[0]   counter[0]        0.45
max reg2reg  counter[0]  counter[20]        3.56
min reg2reg  counter[0]   counter[0]        0.45
## logic make-up after synthesis
logic type      after synthesis  synth area share [%]
buf+inv                       6                  1.61
simple gates                 75                  32.6
flops                        32                  45.8
fa+ha+maj                     1                 0.894
compound gates                4                  1.61
xor+xnor                     28                  17.5
## cells in the final DEF (no fill, tap or decap), types with 3 or more instances in the layout
cell / count
nand3_1: 11
and2_1: 5
nand4_1: 9
clkbuf_8: 7
xor2_1: 11
xnor2_1: 17
nor4_1: 7
nand2_1: 10
inv_1: 3
dfxtp_1: 32
nor4_2: 3
nor3_1: 9
and4_1: 6
nor2_1: 8
## routing by layer
layer / global-route usage (%) / share of wire [%]
met1: 5.58 / 53
met2: 5.58 / 43
met3: 1.06 / 3.7
met4: 0.501 / 0.77
met5: 0 / 0
## worst max-delay path, cell delays in order, from the launching register on
cell	delay, ns
dfxtp_1	0.35
ha_1	0.22
and2_1	0.20
nand4_1	0.16
nor4_2	0.57
clkdlybuf4s50_1	0.59
## final cells by class
cell class	count	share of cell area [%]
clock buffer	7	5.91
inverter	3	0.691
multi-input combinational	108	45.2
tap	108	8.29
sequential	32	39.3
timing repair buffer	1	0.614
## report_power, final
group,switching (mW),internal (mW)
clock network,0.0787,0.111
registers,0,0.232
logic,0,0
