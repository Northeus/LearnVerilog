===== /design/flow/constraint.sdc =====
current_design pwm

set clk_period 2.9
set clk_io_pct 0.2

create_clock -name clk0 -period $clk_period [get_ports {clk}]

set non_clock_inputs [all_inputs -no_clocks]
set_input_delay [expr $clk_period * $clk_io_pct] -clock clk0 $non_clock_inputs
set_output_delay [expr $clk_period * $clk_io_pct] -clock clk0 [all_outputs]

===== /design/flow/config.mk =====
export PLATFORM = sky130hd
export DESIGN_NAME = pwm
export DESIGN_NICKNAME = pwm
export VERILOG_FILES = /design/flow/design.v
export SDC_FILE = /design/flow/constraint.sdc
export NUM_CORES = 4
export LEC_CHECK = 1
export CORE_AREA = 10 10 81 81
export DIE_AREA = 0 0 91 91

===== /design/flow/run.sh =====
#!/bin/bash
# OpenROAD 26Q1-2900-gdf79404cd8, Yosys 0.63+post, stock flow scripts
make -C /OpenROAD-flow-scripts/flow DESIGN_CONFIG=/design/flow/config.mk WORK_HOME=/design/flow/orfs finish

===== /design/flow/design.v =====
module pwm(
	input 		clk,    
	input 		clken,  
	input [7:0] duty,   
	output reg 	out	    
	);
	reg [7:0] counter;
	always @(posedge clk)
        if (clken)
        begin
            counter <= counter + 1;
            out     <= &duty ? 1 : counter < duty;
        end
endmodule

==> summary.txt <==
The synthesis and PnR run went through. The first global-routing pass estimated 1.79 mm of wire. Number of max-cap violations landed at 0. STA classifies the critical path startpoint as an input port.

Count of instantiated cells in the yosys netlist landed at about 50. At the end of routability-driven placement, the weighted congestion stood at 0.795. Looking at the VDD voltage map, the peak drop is 0.000146 V. Summing every instance area after synthesis gives ~570 um^2. The number of global-route vias before repair is 396. Total die area landed at around 8300 um^2. Each instance of the synthesized netlist takes up on average between 10 and 15 um^2. Maximum fanout along the worst path landed at 2. The analysis attributes to net switching a power of a little over 0.08 mW. Number of vias per cell after detailed routing landed at 3.11. The worst register-to-register path ends at out.

Net switching is 21.7% of the power. The worst register-to-register path begins at counter[2]. STA reports the tightest min-delay check as being of type flop to flop. Per the run report, area growth between synthesis and finish was 40.0%. The core region is 4820 um^2. Number of placement rows landed at 25.

The tightest hold path in the finished design has a slack of 0.617 ns. Summed over all routing layers, the global router reports a total usage of 2.59%. Looking at the clock tree report, the root buffer type is clkbuf_8. The number of antenna violations at the first check in global routing is 0. Fraction of the core area covered by cells at the end of the flow landed at 16.6%. Number of placed I/O pins landed at 11. In the setup report, the worst path falls into the class input port to flop.

Data arrival time of the critical path landed at 1.86 ns. The synthesis report lists the most area-consuming cells as edfxtp_1, ha_1, inv_1, xnor2_1, nand4_1. Worst-case register-to-register setup slack landed at between 1 and 1.5 ns.

Fraction of power consumed by combinational cells landed at 16.2%. Number of setup violations in the final report landed at 0. Logic depth along the worst register-to-register path is recorded as 4. Cell area after layout landed at 802 um^2. Worst slew margin relative to its limit landed at around 71%. The run finished with clean final reports. At the worst endpoint, the required time is 2.87 ns. Counting the fill cells in the layout gives 535. Of the total power, registers draw 46.6%. The synthesized netlist handed to floorplanning was reported with a cell count of 50. The placement report lists the number of port buffers as 10. Clock latency at the later pin of the worst-skew pair landed at ~0.22 ns. Initial standard-cell utilization of the core landed at 11.9%. In this run, post-CTS repair resized a total of 0 instances. Hold repair after CTS inserted 0 buffers.

Clock sink total landed at 9. The clock period could shrink to 1.89 ns. Fraction of the yosys area taken by sequential cells landed at 47.2%. Along the worst hold path, the cell count comes to 1. In this run the most critical hold path is launched from counter[7]. Hold-check failures listed in the final report amount to 0. edfxtp_1 takes more of the synthesized area than any other cell.

Post-synth area from yosys stat landed at 573 um^2. Final count of pins violating max slew landed at 0. Buffer count from post-CTS setup fixing landed at 0. Post-synthesis register bit count landed at 9. The iteration count recorded for the first detailed-route pass is 4. CTS reports a maximum clock tree buffer depth of 2. Cell area reported after detailed placement landed at 757 um^2.

Entering global routing, the biggest net connects 10 pins. The number of antenna diodes in the final layout is 0. Fraction of the cycle the final worst path needs landed at 65.2%.

Residual DRC count landed at 0. STA classifies the critical path endpoint as a flop. Clock-pin slew reported for the worst setup and hold paths after clock tree synthesis landed at 0.04 ns. Number of vias in the routed layout landed at between 400 and 500. For this run, the top clock speed supported by timing is 529 MHz. Detailed router's first-iteration violation count landed at 19. Slew at the pin closest to its max-slew limit landed at ~0.43 ns. The share of total power dissipated in the clock network is 37.1%.

Residual antenna-violating net count after detailed routing landed at 0. Area share of the largest cell type after synthesis landed at 47.2%. OpenROAD warning count landed at 25. TritonCTS built the clock tree. Summed over all layers, the routed wires come to between 1 and 1.5 mm. Setup clock skew after layout landed at 0.000243 ns. The HPWL after detailed placement is around 910 um. Of the cells placed in the final design, the portion with a size suffix greater than 1 is 6.25%. Number of clock buffers inserted by TritonCTS landed at 3. The flow reported a cell area power density of 465 nW/um^2. Setup TNS after final layout landed at 0 ns. Dividing the detail-routed wire length by the instance count gives 7.95 um. Remaining global-route overflow landed at 0. Vertical die dimension landed at 91 um. The design draws 0.373 mW. The endpoint of the worst hold path is reported as counter[7]. Horizontal die dimension landed at slightly above 90 um. Count of H-tree levels built during CTS landed at 1. Internal power contribution landed at 0.292 mW. The synthesis report lists the Yosys warning total as 1. Setup repair after global routing left no endpoint under its margin. Per the OpenROAD power report, leakage power amounts to 0.313 nW. In this run, distinct cell masters in the synthesized netlist total 17.
==> cell usage after synthesis (all sizes together) <==
| cell type | count |
|---|---|
| o22a | 1 |
| o21ai | 2 |
| xnor2 | 4 |
| xor2 | 2 |
| inv | 10 |
| o41ai | 1 |
| ha | 8 |
| nand3 | 3 |
| and3 | 1 |
| nand4 | 3 |
| and4 | 1 |
| a221oi | 1 |
| nor2b | 1 |
| edfxtp | 9 |
| nor3 | 1 |
| a21oi | 1 |
| nand2 | 1 |
==> layer usage <==
metal	share of wire (%)	GRT usage (%)	up-vias
li1	-	-	211
met1	44	2.95	186
met2	49	4.30	11
met3	6.8	1.49	0
met4	0	0.261	0
met5	0	0	-
==> critical path: stages <==
cell and delay, ns:
clkdlybuf4s50_1 0.48, inv_1 0.05, ha_1 0.27, o21ai_1 0.05, a221oi_1 0.33, o41ai_2 0.09
==> area by class of cell <==
type,count,area (um^2),area share [%]
flip-flops and latches,9,270,33.7
multi-input cells,31,265,33.1
repair buffers,10,100,12.5
well taps,67,83.8,10.5
clock buffers,4,45.0,5.62
inverters,10,37.5,4.68
==> through the flow <==
stage,std cells,worst slack (ns)
2_1_floorplan,50,1.34
3_3_place_gp,127,0.781
3_5_place_dp,127,0.766
4_1_cts,131,1.00
5_1_grt,131,0.954
6_report,131,1.01
==> worst max path at each step <==
stage / slack [ns] / end / cells past startpoint / startpoint
after CTS: 1.00 / out / 6 / duty[2]
after global routing: 0.95 / out / 6 / duty[2]
final: 1.01 / out / 6 / duty[2]
==> cell usage in the layout, fill, tap and decap left out, drive strengths merged <==
master         netlist  routed
o22a                 1       1
nor2b                1       1
ha                   8       8
clkdlybuf4s50        0      10
and3                 1       1
o21ai                2       2
nand2                1       1
nand3                3       3
a21oi                1       1
xor2                 2       2
a221oi               1       1
and4                 1       1
xnor2                4       4
o41ai                1       1
clkbuf               0       4
edfxtp               9       9
nor3                 1       1
nand4                3       3
inv                 10      10
==> logic make-up (layout without fill, tap and decap cells) <==
| family | count (synthesis) | in the layout | synth area share [%] |
|---|---|---|---|
| compound gates | 6 | 6 | 8.52 |
| xor+xnor | 6 | 6 | 9.17 |
| buf+inv | 10 | 24 | 6.55 |
| flops | 9 | 9 | 47.2 |
| simple gates | 11 | 11 | 11.1 |
| fa+ha+maj | 8 | 8 | 17.5 |
==> power groups by stage <==
stage	logic (mW)	clock network [mW]	registers (mW)
after CTS	0.0618	0.142	0.174
after global routing	0.0693	0.154	0.175
final	0.0605	0.138	0.174
==> sequential cells by signal, indices dropped and copies added (netlist names) <==
name     flops
counter      8
out          1
Power figures rest on the tool's default switching activity, not on a simulated workload.
